===== flow/design.v =====
module alu_decoder (
    input  logic  [2:0]  funct3,
    input  logic         funct7b5,
    input  logic  [1:0]  alu_op,      
    output logic  [3:0]  alu_control  
);
    logic [3:0] R_type;
    logic [3:0] I_type;
    logic       is_srai = (funct3[2]) & (~funct3[1]) & (funct3[0]) & (funct7b5);  
    assign R_type = { (funct7b5 | funct3[1]), funct3 };
    assign I_type = { (is_srai | 1'b0 | funct3[1]), funct3 };
    always_comb begin
        case(alu_op)
            2'b00  : alu_control = 4'b0000;  
            2'b01  : alu_control = 4'b1000;  
            2'b10  : alu_control = R_type;
            2'b11  : alu_control = I_type;   
            default: alu_control = 4'bxxxx;  
        endcase
    end
endmodule
module branch_decoder (
    input  logic          negative,
    input  logic          zero,
    input  logic          carry,
    input  logic          overflow,
    input  logic  [2:0]   funct3,
    output logic          take_branch
);
    logic beq;
    logic bne;
    logic blt;
    logic bge;
    logic bltu;
    logic bgeu;
    assign beq = zero;
    assign bne = ~zero;
    assign blt = negative ^ overflow;
    assign bge = ~(negative ^ overflow);
    assign bltu = ~carry;
    assign bgeu = carry;
    always_comb begin
        case (funct3)
            3'b000: take_branch = beq;
            3'b001: take_branch = bne;
            3'b100: take_branch = blt;
            3'b101: take_branch = bge;
            3'b110: take_branch = bltu;
            3'b111: take_branch = bgeu;
            default: take_branch = 1'b0;  
        endcase
    end
endmodule
module controller (
    input  logic          clk,
    input  logic          reset,
    input   logic  [6:0]  D_opcode,
    input   logic  [2:0]  D_funct3,
    input                 D_funct7b5,
    input  logic          E_negative,
    input  logic          E_zero,
    input  logic          E_carry,
    input  logic          E_overflow,
    output  logic  [2:0]  D_imm_control,
    output  logic         E_alu_src_a_sel,
    output  logic         E_alu_src_b_sel,
    output  logic  [3:0]  E_alu_control,
    output  logic  [1:0]  E_pc_src_sel,
    output  logic  [2:0]  M_load_control,
    output  logic         M_mem_wen,
    output  logic  [3:0]  M_mem_wmask,
    output  logic  [1:0]  W_rd_src_sel,
    output  logic         W_gpr_wen,
    output  logic         M_gpr_wen,
    output  logic  [1:0]  M_rd_src_sel,
    input   logic         D_flush_decode_reg,
    output  logic  [1:0]  E_rd_src_sel
);
    logic  [1:0]  D_alu_op;
    logic         D_is_branch;  
    logic         D_is_jalr;    
    logic         D_is_jal;
    logic  [2:0]  D_branch_decoder_control;
    logic         D_alu_src_a_sel;
    logic         D_alu_src_b_sel;
    logic  [3:0]  D_alu_control;
    logic         D_mem_wen;
    logic  [3:0]  D_mem_wmask;
    logic  [2:0]  D_load_control;
    logic  [1:0]  D_rd_src_sel;
    logic         D_gpr_wen;
    logic  [2:0]  E_branch_decoder_control;
    logic         E_take_branch;
    logic         E_is_branch;
    logic         E_is_jalr;
    logic         E_is_jal;
    logic         E_mem_wen;
    logic  [3:0]  E_mem_wmask;
    logic  [2:0]  E_load_control;
    logic         E_gpr_wen;
    main_decoder main_decoder_inst(
        .opcode        	(D_opcode         ),
        .alu_op        	(D_alu_op         ),
        .is_branch    	(D_is_branch      ),
        .is_jalr      	(D_is_jalr        ),
        .is_jal       	(D_is_jal         ),
        .imm_control   	(D_imm_control    ),
        .alu_src_a_sel 	(D_alu_src_a_sel  ),
        .alu_src_b_sel 	(D_alu_src_b_sel  ),
        .rd_src_sel    	(D_rd_src_sel     ),
        .gpr_wen       	(D_gpr_wen        ),
        .mem_wen       	(D_mem_wen        )
    );
    alu_decoder alu_decoder_inst(
        .funct3      	(D_funct3       ),
        .funct7b5    	(D_funct7b5     ),
        .alu_op      	(D_alu_op       ),
        .alu_control 	(D_alu_control  )
    );
    wmask_decoder wmask_decoder_inst(
        .funct3 	(D_funct3  ),
        .wmask  	(D_mem_wmask   )
    );
    assign D_load_control = D_funct3;
    assign D_branch_decoder_control = D_funct3;
    floprc #(
        .WIDTH 	(23)
    ) DU_pipe_reg (
        .clk   	(clk),
        .reset 	(reset),
        .clear 	(D_flush_decode_reg),
        .d     	({D_is_branch, D_is_jalr, D_is_jal, D_branch_decoder_control, D_alu_src_a_sel, D_alu_src_b_sel, D_alu_control, D_mem_wen, D_mem_wmask, D_load_control, D_rd_src_sel, D_gpr_wen}),
        .q     	({E_is_branch, E_is_jalr, E_is_jal, E_branch_decoder_control, E_alu_src_a_sel, E_alu_src_b_sel, E_alu_control, E_mem_wen, E_mem_wmask, E_load_control, E_rd_src_sel, E_gpr_wen})
    );
    branch_decoder branch_decoder_inst(
        .negative    	(E_negative     ),
        .zero        	(E_zero         ),
        .carry       	(E_carry        ),
        .overflow    	(E_overflow     ),
        .funct3      	(E_branch_decoder_control       ),
        .take_branch 	(E_take_branch  )
    );
    assign E_pc_src_sel = (E_is_jalr ? 2'b10 : (((E_is_branch & E_take_branch) | E_is_jal) ? 2'b01 : 2'b00));
    flopr #(
        .WIDTH 	(11)
    ) EU_pipe_reg (
        .clk   	(clk),
        .reset 	(reset),
        .d     	({E_mem_wen, E_mem_wmask, E_load_control, E_rd_src_sel, E_gpr_wen}),
        .q     	({M_mem_wen, M_mem_wmask, M_load_control, M_rd_src_sel, M_gpr_wen})
    );
    flopr #(
        .WIDTH 	(3)
    ) MU_pipe_reg (
        .clk   	(clk),
        .reset 	(reset),
        .d     	({M_rd_src_sel, M_gpr_wen}),
        .q     	({W_rd_src_sel, W_gpr_wen})
    );
endmodule
module flopr #(
    parameter WIDTH = 32
)(
    input  logic                  clk,
    input  logic                  reset,  
    input  logic [WIDTH-1 : 0]    d,
    output logic [WIDTH-1 : 0]    q
);
   always_ff @( posedge clk ) begin
        if (reset) begin
            q <= 0;
        end 
        else begin
            q <= d;
        end
    end
endmodule
module floprc #(
    parameter WIDTH = 32
)(
    input  logic                  clk,
    input  logic                  reset,  
    input  logic                  clear,
    input  logic [WIDTH-1 : 0]    d,
    output logic [WIDTH-1 : 0]    q
);
   always_ff @( posedge clk ) begin
        if (reset) begin
            q <= 0;
        end 
        else begin
            if (clear) begin
                q <= 0;
            end
            else begin
                q <= d;
            end
        end
    end
endmodule
module main_decoder (
    input   logic  [6:0]  opcode,
    output  logic  [1:0]  alu_op,
    output  logic         is_branch,
    output  logic         is_jalr,
    output  logic         is_jal,
    output  logic  [2:0]  imm_control,
    output  logic         alu_src_a_sel,
    output  logic         alu_src_b_sel,
    output  logic  [1:0]  rd_src_sel,
    output  logic         gpr_wen,
    output  logic         mem_wen
);
    logic [13:0] internal;
    assign { imm_control, alu_src_a_sel, alu_src_b_sel, alu_op, mem_wen, rd_src_sel, gpr_wen, is_branch, is_jalr, is_jal } = internal;
    always_comb begin
        case (opcode)
            7'b0000011: internal = { 3'b000, 1'b0, 1'b1, 2'b00, 1'b0, 2'b01, 1'b1, 1'b0, 1'b0, 1'b0 };  
            7'b0010011: internal = { 3'b000, 1'b0, 1'b1, 2'b11, 1'b0, 2'b00, 1'b1, 1'b0, 1'b0, 1'b0 };  
            7'b0010111: internal = { 3'b011, 1'bx, 1'bx, 2'bxx, 1'b0, 2'b10, 1'b1, 1'b0, 1'b0, 1'b0 };  
            7'b0100011: internal = { 3'b001, 1'b0, 1'b1, 2'b00, 1'b1, 2'bxx, 1'b0, 1'b0, 1'b0, 1'b0 };  
            7'b0110011: internal = { 3'bxxx, 1'b0, 1'b0, 2'b10, 1'b0, 2'b00, 1'b1, 1'b0, 1'b0, 1'b0 };  
            7'b0110111: internal = { 3'b011, 1'b1, 1'b1, 2'b00, 1'b0, 2'b00, 1'b1, 1'b0, 1'b0, 1'b0 };  
            7'b1100011: internal = { 3'b010, 1'b0, 1'b0, 2'b01, 1'b0, 2'bxx, 1'b0, 1'b1, 1'b0, 1'b0 };  
            7'b1100111: internal = { 3'b000, 1'b0, 1'b1, 2'b00, 1'b0, 2'b11, 1'b1, 1'b0, 1'b1, 1'b0 };  
            7'b1101111: internal = { 3'b100, 1'bx, 1'bx, 2'bxx, 1'b0, 2'b11, 1'b1, 1'b0, 1'b0, 1'b1 };  
            default: internal = 14'bx;  
        endcase
    end
endmodule
module wmask_decoder (
    input  logic  [2:0]  funct3,
    output logic  [3:0]  wmask
);
    always_comb begin
        case (funct3)
            3'b000: wmask = 4'b0001;  
            3'b001: wmask = 4'b0011;  
            3'b010: wmask = 4'b1111;  
            default: wmask = 4'b0000;  
        endcase
    end
endmodule

===== flow/run.sh =====
#!/bin/bash
# OpenROAD 26Q1-2900-gdf79404cd8, Yosys 0.63+post, stock flow scripts
make -C /OpenROAD-flow-scripts/flow DESIGN_CONFIG=/design/flow/config.mk WORK_HOME=/design/flow/orfs finish

===== flow/config.mk =====
export PLATFORM = sky130hd
export DESIGN_NAME = controller
export DESIGN_NICKNAME = controller
export VERILOG_FILES = /design/flow/design.v
export SDC_FILE = /design/flow/constraint.sdc
export NUM_CORES = 4
export LEC_CHECK = 1
export CORE_AREA = 10 10 91 91
export DIE_AREA = 0 0 101 101

===== flow/constraint.sdc =====
current_design controller

set clk_period 3.0
set clk_io_pct 0.2

create_clock -name clk0 -period $clk_period [get_ports {clk}]

set non_clock_inputs [all_inputs -no_clocks]
set_input_delay [expr $clk_period * $clk_io_pct] -clock clk0 $non_clock_inputs
set_output_delay [expr $clk_period * $clk_io_pct] -clock clk0 [all_outputs]

==> run notes <==
run metrics: status=complete, no violations, Max Cap Viol=0, crit path DAT=2.33 ns, fill cell count=643, crit path max-delay cell type=clkdlybuf4s50_1, first-pass GRT wire length=4780 um, Vias=895, logic gate share of total power=0.092, Setup CP Type=input pin to output port, family with the most delay on the worst path=buffers and inverters, yosys stat chip area=0.00119 mm^2, ys cells=117, yosys aoi share=0.100, clock share of power=0.366, Die X=101 um, sequential share of power=0.542, Setup-failing EPs final=0, sequential element share of the synthesized area=0.540, Pre-antenna DRT Iters=4, Antenna Cells=0, Max transition margin=0.769, leak pwr=0.649 nW, All-Layer GR Usage=0.0582, drt drc=0, root buf cell=clkbuf_8, standard-cell rows=29, TritonCTS buffer count=5, share of layout cells above drive strength 1=0.0696, synthesis-to-finish area growth=46.6%, Syn. warnings=7, Worst Skew=0.00429 ns, critical path capture point type=output port, simple share=0.268, initial antenna violation count=0, Critical Path Source=E_zero, mux frac, synth=0, DRT antenna net count=0, input/output buffers=44, xor/xnor share=0.0222, RSZ-0062 raised after global routing=no, crit path cell chain=clkdlybuf4s50_1 -> nor2_1 -> or4b_1 -> o21a_1 -> a21oi_2 -> clkdlybuf4s50_1, cell area after layout=0.00174 mm^2, Top logic family=simple AND/OR/NAND/NOR gates, sw power=0.000172 W, clk latency late pin=0.27 ns, Worst Path Buf+Inv=2, Post-CTS Setup Inserts=0, placed insts=228, die span in y=101 um, Adder Share, Synth=0, Init Core Util=0.187, vias in the first global route=948, CORE AREA=0.00635 mm^2, part of the cycle the worst path needs=0.975, worst stage delay on the critical path=0.47 ns, most frequent CP cell=clkdlybuf4s50_1, critical path fanouts, max=2, Max Fclk=342 MHz, synthesized area=0.00119 mm^2, Final Hold Fails=0, wirelength, routed=2880 um, post-synthesis cell count=117, filler-free cell count of the finished design=235, gp weighted congestion=0.860, Worst VDD drop=0.000152 V, OpenROAD warnings=25, Power Dens Cells=465 mW/mm^2, worst r2r src=DU_pipe_reg.q[17], grt total ovfl=0, HP Start=DU_pipe_reg.q[9], 1st-iter DRT viols=32, R2R Setup Slk=2.41 ns, total negative slack=0 ns, DP HPWL=2350 um, Die Size=0.0102 mm^2, Hold Path Sink=EU_pipe_reg.q[9], worst-margin pin slew=0.345 ns, largest net degree at the start of global routing=10, min cycle time layout=2.93 ns, WP data required=2.40 ns, H-tree Lvls=2, Reg2Reg Depth=1, CTS max path bufs=2, reg-to-reg endpoint=EU_pipe_reg.q[3], Syn Area/Cell=10.1 um^2, HP Class=register to register, CTS tree=built, wire length per cell=12.2 um, critical path launch point type=input pin, Synth Register Bits=32, synth unique cells=32, Int Power=0.000636 W, Net Sw Frac=0.213, # clock sinks=32, detailed-route vias per instance=3.81, Post-DP Area=0.00166 mm^2, io pins=45, hold depth=1, Final Max-Slew Violation Tally=0, clock slew at reported path FFs=0.05 ns
[flip-flops by register name (all words and copies together) (netlist names)]
signal,cells
EU_pipe_reg.q,10
DU_pipe_reg.q,19
MU_pipe_reg.q,3
[routing by layer]
metal | vias to the layer above | part of all wire | global-route usage
li1 | 475 | - | -
met1 | 375 | 0.45 | 0.0719
met2 | 40 | 0.42 | 0.0929
met3 | 5 | 0.11 | 0.0249
met4 | 0 | 0.018 | 0.0118
met5 | - | 0 | 0
[cells in the final DEF (no fill, tap or decap), drive strengths merged]
| master | netlist | final |
|---|---|---|
| clkdlybuf4s50 | 0 | 43 |
| dfxtp | 32 | 32 |
| nor2b | 15 | 15 |
| and2 | 8 | 8 |
| nor2 | 6 | 6 |
| a21oi | 6 | 6 |
| clkbuf | 3 | 6 |
| and3 | 4 | 4 |
| nor3 | 4 | 4 |
| xnor2 | 3 | 3 |
| o21ai | 3 | 3 |
| nand2b | 2 | 2 |
| nand3b | 2 | 2 |
| and3b | 2 | 2 |
| a211oi | 2 | 2 |
| nand2 | 2 | 2 |
| a21o | 2 | 2 |
| buf | 9 | 2 |
| or4b | 1 | 1 |
| a41oi | 1 | 1 |
| o21a | 1 | 1 |
| inv | 1 | 1 |
| o2111ai | 1 | 1 |
| or2 | 1 | 1 |
| o31ai | 1 | 1 |
| and4 | 1 | 1 |
| nor3b | 1 | 1 |
| o211ai | 1 | 1 |
| nor4 | 1 | 1 |
| nor4b | 1 | 1 |
| clkinv | 0 | 1 |
| dlymetal6s2s | 0 | 1 |
[power groups by stage]
stage	Combinational [W]	Sequential, W	Clock (W)
4_1_cts	0.0000757	0.000438	0.000311
6_report	0.0000746	0.000438	0.000296
5_1_grt	0.0000835	0.000439	0.000331
[per-stage QoR]
| step | worst slack, ns | total power, W | hold slack [ns] | utilization |
|---|---|---|---|---|
| after floorplan | 1.06 | 0.000473 | 0.414 | - |
| final | 0.0738 | 0.000808 | 0.432 | 0.274 |
| after global placement | 0.0853 | 0.000522 | 0.428 | 0.261 |
| after global routing | 0.00246 | 0.000853 | 0.463 | 0.274 |
| after CTS | 0.0642 | 0.000824 | 0.436 | 0.273 |
| after detailed placement | 0.0738 | 0.000523 | 0.423 | 0.261 |
[synth_stat cells, drive strengths merged]
cell type,instances,area [um^2]
nand3b,2,15.0
nor2b,15,93.8
o21ai,3,15.0
nand2,2,7.51
o211ai,1,7.51
and4,1,8.76
buf,9,67.6
inv,1,3.75
or2,1,6.26
o21a,1,7.51
or4b,1,10.0
nor3b,1,7.51
a21o,2,15.0
nor2,6,22.5
and3b,2,17.5
o31ai,1,7.51
nand2b,2,12.5
nor3,4,25.0
a211oi,2,15.0
a21oi,6,33.8
and3,4,25.0
dfxtp,32,641
nor4b,1,8.76
o2111ai,1,8.76
and2,8,51.3
xnor2,3,26.3
nor4,1,6.26
a41oi,1,8.76
clkbuf,3,11.3
[kinds of logic (layout without fill, tap and decap cells)]
kind of cell | count (synthesis) | after routing
AND-OR/OR-AND | 18 | 18
AND/OR/NAND/NOR | 51 | 51
XOR/XNOR | 3 | 3
flip-flops | 32 | 32
buffers and inverters | 13 | 54
[area by class of cell]
type	count	area, um^2	area share
Multi-Input combinational cell	72	463	0.266
Clock buffer	6	72.6	0.0417
Tap cell	77	96.3	0.0554
Clock inverter	1	5.00	0.00288
Inverter	1	3.75	0.00216
Sequential cell	32	641	0.368
Timing Repair Buffer	46	458	0.263
[worst max-delay path by stage]
| stage | slack (ns) | cells after the start | to |
|---|---|---|---|
| after CTS | 0.06 | 6 | E_pc_src_sel[0] |
| after global routing | 0.002 | 6 | E_pc_src_sel[0] |
| final | 0.07 | 6 | E_pc_src_sel[0] |
[repair_timing]
action	CTS	global route
resized	0	1
hold endpoints to repair	0	0
endpoints found under the setup margin	0	1
hold buffers	0	0
Power figures rest on the tool's default switching activity, not on a simulated workload.
