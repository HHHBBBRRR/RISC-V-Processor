<file path="design.v">
module load_extend(
    input  logic [31:0]     data,
    input  logic [ 2:0]   funct3,
    output logic [31:0]   result
);
    always_comb begin
        case (funct3)
            3'b000: result = { {24{data[7]}}, data[7:0] };
            3'b001: result = { {16{data[15]}}, data[15:0] };
            3'b010: result = data;
            3'b100: result = { 24'b0,data[7:0] };
            3'b101: result = { 16'b0,data[15:0] };
            default: result = 32'bx;
        endcase
    end
endmodule
module memory_unit (
    input  logic  [31:0]  read_data,      
    output logic  [31:0]  address,        
    output logic  [31:0]  write_data,     
    input  logic  [31:0]  M_alu_result,
    input  logic  [31:0]  M_write_data,
    output logic  [31:0]  M_load_ext,       
    input  logic  [ 2:0]  M_load_control,
    input  logic  [31:0]  M_pc_auipc_target,
    input  logic  [31:0]  M_pc_plus_4,
    input  logic  [ 1:0]  M_rd_src_sel,
    output logic  [31:0]  M_forward_result
);
    always_comb begin
        case (M_rd_src_sel)
            2'b00: M_forward_result = M_alu_result;
            2'b10: M_forward_result = M_pc_auipc_target;
            2'b11: M_forward_result = M_pc_plus_4;
            default: M_forward_result = 32'b0;
        endcase
    end
    load_extend load_extension_unit (
        .data       (read_data),
        .funct3     (M_load_control),
        .result     (M_load_ext)
    );
    assign address = M_alu_result;
    assign write_data = M_write_data;
endmodule
</file>
<file path="run.sh">
#!/bin/bash
# OpenROAD 26Q1-2900-gdf79404cd8, Yosys 0.63+post, stock flow scripts
make -C /OpenROAD-flow-scripts/flow DESIGN_CONFIG=/design/flow/config.mk WORK_HOME=/design/flow/orfs finish
</file>
<file path="config.mk">
export PLATFORM = sky130hd
export DESIGN_NAME = memory_unit
export DESIGN_NICKNAME = memory_unit
export VERILOG_FILES = /design/flow/design.v
export SDC_FILE = /design/flow/constraint.sdc
export NUM_CORES = 4
export LEC_CHECK = 1
export CORE_AREA = 10 10 120 120
export DIE_AREA = 0 0 130 130
</file>
<file path="constraint.sdc">
current_design memory_unit

set clk_period 6.4
set clk_io_pct 0.2

create_clock -name clk0 -period $clk_period

set non_clock_inputs [all_inputs -no_clocks]
set_input_delay [expr $clk_period * $clk_io_pct] -clock clk0 $non_clock_inputs
set_output_delay [expr $clk_period * $clk_io_pct] -clock clk0 [all_outputs]
</file>
==> out/metrics.yaml <==
tns_ns: 0
globalRouteOverflowTotal: 0
ant_nets: 0
ys_seq_share_pct: 0
rsz0062_at_grt: "false"
hpwl_um: 8570
start_kind: "input pin"
routedWlPerCell_um: 18.8
crit_type: "input pin to output port"
post_dp_cell_area_um2: 3480
irDropWorstVdd_uv: 39.9
syn_avg_cell_area_um2: 7.56
final_design_area_no_fill_um2: 3480
track_usage_pct: 10.6
drive_gt1_share_pct: 12.1
antenna_found_initial: 0
worstHoldPathType: "input pin to output port"
lay_top_count: "clkdlybuf4s50_1"
total_power_w: 0.000242
wl_met1_um: 3310
ys_cells: 236
critPathRequiredTime_ns: 5.12
n_clock_buffer: 0
fp.dieH_um: 130
initCoreUtil_pct: 15.0
startpoint: "M_load_control[1]"
io_buffers: 215
core-area_um2: 11900
synthTopCellsByArea: "buf_4 (31%), mux2_2 (17%), a22o_1 (16%)"
dr.pass1.iters: 4
pin_count: 293
seq_cells: 0
gp_congestion: 0.860
cts_hold_buf: 0
areaGrowthSynthToFinish_pct: 95.2
fill_cells: 1279
yosys-stat-area_um2: 1780
rows: 40
grt_pass1_vias: 2284
fin_ws_ns: 1.44
grt_max_degree: 34
yosysUniqueCellTypes: 19
vias: 2104
crit_fanout: 24
slew_headroom_pct: 42.1
post_cts_buffers: 0
syn_area_um2: 1780
drt-total-wl_um: 9610
end_kind: "output port"
die_w_um: 130
grt_pass1_wl_um: 13900
synth_cells: 236
logic_area_um2: 1120
wl_met3_um: 875
top_area_share_pct: 30.7
openroad.warnings: 32
met2_length_um: 5390
hold_path_startpoint: "read_data[0]"
regArea_um2: 0
maxCapViolCount: 0
finalSetupViolations: 0
status: "finished clean"
preCtsSetupSlack_ns: 1.47
hold_viol: 0
detail_route.iter0.violations: 44
finalCriticalPeriod_ns: 4.96
final_cell_mix: "clkdlybuf4s50_1 (215), a22o_1 (32), mux2_2 (27), o21ai_0 (22), a21oi_1 (16)"
p_leak_nw: 1.28
yosys_warnings: 2
yosysTopAreaCell: "buf_4"
cp.arrival_ns: 3.68
dieArea_um2: 16900
maxSlewViolCount: 0
antenna_cells: 0
cts_resized: 0
power.density_nw_per_um2: 69.6
fin_crit_sh_pct: 77.5
vias_per_cell: 4.13
fmax_mhz: 202
post-route-drc-count: 0
max_slew.worst_pin.slew_ns: 0.864
top_layer: "met4"
## area by class of cell
type / instances / share of cell area [%]
multi-input cells: 144 / 32.1
repair buffers: 219 / 62.6
well taps: 147 / 5.28
## critical path: stages
cell and delay [ns]:
clkdlybuf4s50_1 0.73, nor2b_2 0.83, a21oi_1 0.11, o21ai_0 0.22, clkdlybuf4s50_1 0.50
## metrics by stage
stage,util (%),hold slack [ns],std cells
after floorplan,-,2.63,236
after global placement,29.2,2.56,510
after detailed placement,29.2,2.56,510
after CTS,29.2,2.56,510
after global routing,29.2,2.56,510
final,29.2,2.56,510
## report_power, final
part	switching, W	total, W	internal, W
clock	0	0	0
sequential	0	0	0
combinational	0.0000677	0.000242	0.000175
## cell families (layout without fill, tap and decap cells)
kind of cell / count (synthesis) / after routing / share of synthesized area [%]
muxes: 32 / 32 / 20.2
AOI/OAI and AO/OA: 81 / 81 / 32.2
buffers and inverters: 92 / 219 / 37.5
and+or+nand+nor: 31 / 31 / 10.1
## per-layer routing
| layer | up-vias | track usage [%] |
|---|---|---|
| met5 | - | 0 |
| met1 | 961 | 11.2 |
| met2 | 99 | 20.4 |
| li1 | 1038 | - |
| met3 | 6 | 3.79 |
| met4 | 0 | 0.331 |
## path summary, 6_finish.rpt
path | endpoint | slack (ns) | depth (start not counted)
worst max-delay path | M_load_ext[18] | 1.44 | 5
worst min-delay path | M_load_ext[0] | 2.56 | 0
## synthesized netlist by cell type
| cell | count |
|---|---|
| buf_6 | 5 |
| clkbuf_1 | 4 |
| and2_1 | 9 |
| a21oi_1 | 16 |
| nand3_1 | 8 |
| mux2_1 | 5 |
| nor2b_1 | 8 |
| mux2_2 | 27 |
| nor2_1 | 2 |
| o21ai_4 | 1 |
| o21ai_2 | 10 |
| buf_4 | 73 |
| or2_1 | 1 |
| buf_2 | 10 |
| nand2_1 | 1 |
| nor2b_2 | 1 |
| a22o_1 | 32 |
| nor3b_1 | 1 |
| o21ai_0 | 22 |
