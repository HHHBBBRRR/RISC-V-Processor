File: flow/design.v
module alu(
    input logic  [31:0]         a,
    input logic  [31:0]         b,
    input logic   [3:0]   control,   
    output logic [31:0]    result,
    output logic         negative,
    output logic             zero,
    output logic            carry,   
    output logic         overflow    
);
    logic cout;
    logic [31:0] invert_b;
    logic [31:0] add_result;
    logic [31:0] sll_result;
    logic [31:0] srl_result;
    logic [31:0] sra_result;
    logic [31:0] xor_result;
    logic [31:0] or_result;
    logic [31:0] and_result;
    logic [31:0] slt_result;
    logic [31:0] sltu_result;
    full_adder #(
        .WIDTH(32)
    ) adder(
        .a(a),
        .b(invert_b),
        .cin(control[3]),
        .sum(add_result),
        .cout(cout)
    );
    assign invert_b = control[3] ? ~b : b;
    assign sll_result = a << b[4:0];
    assign srl_result = a >> b[4:0];
    assign sra_result = $signed(a) >>> b[4:0];
    assign xor_result = a ^ b;
    assign or_result = a | b;
    assign and_result = a & b;
    assign slt_result = { 31'b0, negative ^ overflow };
    assign sltu_result = { 31'b0, ~carry };
    assign negative = add_result[31];
    assign zero = ~|add_result;
    assign carry = cout;
    assign overflow = ~(control[3] ^ a[31] ^ b[31]) & (a[31] ^ add_result[31]);
    always_comb begin
        case(control)
            4'b0000: result = add_result;
            4'b0001: result = sll_result;
            4'b0100: result = xor_result;
            4'b0101: result = srl_result;
            4'b1000: result = add_result;  
            4'b1010: result = slt_result;
            4'b1011: result = sltu_result;
            4'b1101: result = sra_result;
            4'b1110: result = or_result;
            4'b1111: result = and_result;
            default: result = 32'bx;
        endcase         
    end
endmodule
module execute_unit (
    input  logic  [31:0]  E_rs1,
    input  logic  [31:0]  E_rs2,
    input  logic  [31:0]  E_pc_current,
    input  logic  [31:0]  E_imm_ext,
    output logic  [31:0]  E_pc_branch_jal_target,
    output logic  [31:0]  E_pc_jalr_target,
    output logic  [31:0]  E_pc_auipc_target,
    output logic  [31:0]  E_alu_result,
    output logic          E_negative,
    output logic          E_zero,
    output logic          E_carry,
    output logic          E_overflow,
    output logic  [31:0]  E_write_data,     
    input  logic          E_alu_src_a_sel,
    input  logic          E_alu_src_b_sel,
    input  logic  [ 3:0]  E_alu_control,
    input  logic  [ 1:0]  E_forward_src_a_sel,
    input  logic  [ 1:0]  E_forward_src_b_sel,
    input  logic  [31:0]  M_forward_result,
    input  logic  [31:0]  W_forward_result
);
    logic [31:0] E_alu_src_a;
    logic [31:0] E_alu_src_b;
    logic [31:0] E_pc_plus_imm;
    logic [31:0] E_forward_src_a;
    logic [31:0] E_forward_src_b;
    mux3 #(
        .WIDTH      (32)
    ) forward_src_a_mux (
        .d0         (E_rs1),
        .d1         (M_forward_result),  
        .d2         (W_forward_result),  
        .s          (E_forward_src_a_sel),
        .y          (E_forward_src_a)
    );
    mux3 #(
        .WIDTH      (32)
    ) forward_src_b_mux (
        .d0         (E_rs2),
        .d1         (M_forward_result),  
        .d2         (W_forward_result),  
        .s          (E_forward_src_b_sel),
        .y          (E_forward_src_b)
    );
    mux2 #(
        .WIDTH      (32)
    ) alu_src_a_mux (
        .d0         (E_forward_src_a),
        .d1         (32'b0),  
        .s          (E_alu_src_a_sel),
        .y          (E_alu_src_a)
    );
    mux2 #(
        .WIDTH      (32)
    ) alu_src_b_mux (
        .d0         (E_forward_src_b),
        .d1         (E_imm_ext),
        .s          (E_alu_src_b_sel),
        .y          (E_alu_src_b)
    );
    assign E_write_data = E_forward_src_b;
    alu ALU (
        .a          (E_alu_src_a),
        .b          (E_alu_src_b),
        .control    (E_alu_control),
        .result     (E_alu_result),
        .negative   (E_negative),
        .zero       (E_zero),
        .carry      (E_carry),
        .overflow   (E_overflow)
    );
    half_adder #(
        .WIDTH      (32)
    ) pc_branch_jal_adder (
        .a          (E_pc_current),
        .b          (E_imm_ext),
        .sum        (E_pc_plus_imm)
    );
    assign E_pc_jalr_target = E_alu_result;
    assign E_pc_branch_jal_target = E_pc_plus_imm;
    assign E_pc_auipc_target = E_pc_plus_imm;
endmodule
module full_adder #(
    parameter WIDTH = 32
)(
    input  [WIDTH-1:0]    a,
    input  [WIDTH-1:0]    b,
    input               cin,
    output [WIDTH-1:0]  sum,
    output             cout
);
    assign {cout, sum} = a + b + cin;
endmodule
module half_adder #(
    parameter WIDTH = 32
)
(
    input  logic [WIDTH-1:0] a,
    input  logic [WIDTH-1:0] b,
    output logic [WIDTH-1:0] sum,
    output logic cout
);
    assign { cout, sum } = a + b;
endmodule
module mux2 #(
    parameter WIDTH = 32
) 
(
    input  logic [WIDTH-1 : 0] d0,
    input  logic [WIDTH-1 : 0] d1,
    input  logic                s,
    output logic [WIDTH-1 : 0]  y
);
    always_comb begin
        if (s == 1'b1) begin
            y = d1;
        end
        else begin
            y = d0;
        end
    end
endmodule
module mux3 #(
    parameter WIDTH = 32
) 
(
    input  logic [WIDTH-1 : 0] d0,
    input  logic [WIDTH-1 : 0] d1,
    input  logic [WIDTH-1 : 0] d2,
    input  logic       [1 : 0]  s,
    output logic [WIDTH-1 : 0]  y
);
    always_comb begin
        if (s[1] == 1'b1) begin
            y = d2;
        end 
        else if (s[0] == 1'b1) begin
            y = d1;
        end 
        else begin
            y = d0;
        end
    end
endmodule
File: flow/run.sh
#!/bin/bash
# OpenROAD 26Q1-2900-gdf79404cd8, Yosys 0.63+post, stock flow scripts
make -C /OpenROAD-flow-scripts/flow DESIGN_CONFIG=/design/flow/config.mk WORK_HOME=/design/flow/orfs finish
File: flow/config.mk
export PLATFORM = sky130hd
export DESIGN_NAME = execute_unit
export DESIGN_NICKNAME = execute_unit
export VERILOG_FILES = /design/flow/design.v
export SDC_FILE = /design/flow/constraint.sdc
export NUM_CORES = 4
export LEC_CHECK = 1
export CORE_UTILIZATION = 40
File: flow/constraint.sdc
current_design execute_unit

set clk_period 22.3
set clk_io_pct 0.2

create_clock -name clk0 -period $clk_period

set non_clock_inputs [all_inputs -no_clocks]
set_input_delay [expr $clk_period * $clk_io_pct] -clock clk0 $non_clock_inputs
set_output_delay [expr $clk_period * $clk_io_pct] -clock clk0 [all_outputs]
==> qor.tcl <==
set qor(global_route_wire_length_before_repair_mm) 89.1
set qor(pin_count) 366
set qor(critPathArrivalTime_ns) 10.05
set qor(worstSetupStartpoint) {E_forward_src_b_sel[0]}
set qor(tightest_slew_ns) 0.978
set qor(power.combinational.fraction) 1.000
set qor(syn_to_final_growth_pct) 31.6
set qor(die_w_um) 171
set qor(drt_pre_antenna_iters) 6
set qor(groute.layer.met2.usage) 0.642
set qor(core_util_floorplan) 0.408
set qor(ys_chip_area_um2) 11400
set qor(post_route_cells_drive_above_1_share) 0.0517
set qor(ys_cells) 1773
set qor(num_vias) 14617
set qor(post_synth_instance_area_um2) 11400
set qor(cp_cell_sequence) {buf_2 -> buf_4 -> mux2_2 -> mux2i_1 -> o21a_2 -> buf_4 -> xnor2_1 -> ha_1 -> and2_1 -> o2111ai_1 -> mux2_4 -> o211a_1 -> or2_1 -> o22a_1 -> o2111a_1 -> nor3_4 -> nor2_1 -> or4_1 -> clkdlybuf4s50_1}
set qor(detail_route.drc_violations) 0
set qor(antenna_found_initial) 5
set qor(status) {finished, final reports clean}
set qor(netSwitchingFraction) 0.551
set qor(globalRoute.busiestLayer) {met2}
set qor(power.density_cell_area_nw_per_um2) 39.6
set qor(clock_power_share) 0
set qor(switchingPower_uw) 327
set qor(die_area_um2) 29100
set qor(critPathMaxFanout) 58
set qor(worstHoldStart) {W_forward_result[25]}
set qor(postRouteWirelength_mm) 61.7
set qor(most_common_cell_after_layout_fill_and_taps_aside) {sky130_fd_sc_hd__clkdlybuf4s50_1}
set qor(mi_logic_area_um2) 9980
set qor(post-route-min-period_ns) 14.51
set qor(max_freq_mhz) 68.9
set qor(filler_cell_count) 2685
set qor(cap_violations) 0
set qor(finalCritPeriodShare) 0.651
set qor(synth_cell_type_count) 75
set qor(postCtsSetupBuffers) 0
set qor(cp_common_cell) {sky130_fd_sc_hd__buf_4}
set qor(share_seq_of_total_power) 0
set qor(core_area_um2) 27900
set qor(critPathCaptureType) {output port}
set qor(critical_path_required_ns) 17.84
set qor(vias_per_cell) 6.11
set qor(clkbuf_count) 0
set qor(average_cell_area_after_synthesis_um2) 6.41
set qor(cts_hold_repair.buffers) 0
set qor(placed_cell_area_um2) 14900
set qor(slowest_stage) {sky130_fd_sc_hd__or4_1}
set qor(use_met3) 0.0970
set qor(power.static_leakage_uw) 0.00660
set qor(yosys.stat.seqShare) 0
set qor(top_area_frac) 0.140
set qor(top_cells_area) {sky130_fd_sc_hd__ha_1, sky130_fd_sc_hd__mux2i_1, sky130_fd_sc_hd__a21oi_1}
set qor(vertical_die_dimension_um) 171
set qor(fin_tns_setup_ns) 0
set qor(port_buffers) 366
set qor(track_usage) 0.423
set qor(routability_cong) 1.04
set qor(layout_top_cells) {sky130_fd_sc_hd__clkdlybuf4s50_1, sky130_fd_sc_hd__nor2_1, sky130_fd_sc_hd__a21oi_1}
set qor(postRouteAntennaNets) 0
set qor(grt_max_degree) 66
set qor(layout.area.seq_um2) 0
set qor(slew-limit-headroom) 0.346
set qor(finalHoldViolations) 0
set qor(vdd_ir_drop_max_v) 0.0000217
set qor(post_drt_wl_per_cell_um) 25.8
set qor(worst_setup_path_class) {primary input to output port}
set qor(ff_count) 0
set qor(warnings) 65
set qor(power_report.internal_total_uw) 266
set qor(finalInstanceArea_um2) 14900
set qor(globalRouteMet1Util) 0.574
set qor(holdCritPathClass) {primary input to output port}
set qor(post-synth-top-area-cell) {sky130_fd_sc_hd__ha_1}
set qor(drt_iter0_markers) 1664
set qor(startpoint_type) {primary input}
set qor(rsz0062_at_grt) {false}
set qor(grt-ovfl-total) 0
set qor(place.detailed.hpwl_mm) 51.2
set qor(setup_viol) 0
set qor(first_global_vias) 13523
set qor(synth_warnings) 3
set qor(cts-resized-gates) 0
set qor(timing.final.max_slew_violations) 0
set qor(syn-instance-count) 1773
set qor(timing.critical_path.slowest_cell_delay_ns) 0.58
set qor(num_rows) 61
==> critical path, delay by kind of cell <==
kind | cells | cell delay [ns]
AND/OR/NAND/NOR | 5 | 1.45
buffers and inverters | 4 | 1.50
XOR/XNOR | 1 | 0.14
AND-OR/OR-AND | 5 | 1.09
adder cells (fa/ha/maj) | 1 | 0.41
multiplexers | 3 | 0.93
==> per-layer routing <==
layer / vias up / wire, µm
met1: 6799 / 26000
met5: - / 52
met2: 845 / 26400
met3: 148 / 6280
li1: 6817 / -
met4: 8 / 3000
==> cell type report <==
cell class	count	share of cell area
Antenna cell	2	0.000335
Inverter	124	0.0313
Multi-Input combinational cell	1471	0.668
Tap cell	378	0.0316
Timing Repair Buffer	417	0.269
==> cell families (layout without fill, tap and decap cells) <==
family / after synthesis / in the layout / synth area share
AOI/OAI and AO/OA: 584 / 584 / 0.328
and+or+nand+nor: 528 / 528 / 0.208
buffers and inverters: 302 / 541 / 0.123
muxes: 144 / 144 / 0.130
adders and majority gates: 129 / 129 / 0.143
xor gates and xnor gates: 86 / 86 / 0.0663
other: 0 / 2 / 0
==> power by group through the flow <==
stage	Clock [µW]	Combinational (µW)	Sequential, µW
finish	0.0000120	593	0
global route	0.00000601	630	0
CTS	0	577	0
==> path summary, 6_finish.rpt <==
kind / endpoint / slack [ns] / cells past startpoint
worst max-delay path: E_pc_jalr_target[0] / 7.79 / 19
worst min-delay path: E_write_data[25] / 9.98 / 4
==> Yosys cell counts (12+ instances only) <==
| library cell | instances |
|---|---|
| sky130_fd_sc_hd__nand3_1 | 38 |
| sky130_fd_sc_hd__inv_1 | 117 |
| sky130_fd_sc_hd__a221oi_1 | 26 |
| sky130_fd_sc_hd__nor2b_1 | 34 |
| sky130_fd_sc_hd__nor3_1 | 19 |
| sky130_fd_sc_hd__a21o_1 | 33 |
| sky130_fd_sc_hd__buf_1 | 33 |
| sky130_fd_sc_hd__clkbuf_1 | 68 |
| sky130_fd_sc_hd__xnor2_1 | 71 |
| sky130_fd_sc_hd__buf_4 | 65 |
| sky130_fd_sc_hd__nand2b_1 | 16 |
| sky130_fd_sc_hd__a31oi_1 | 15 |
| sky130_fd_sc_hd__o21a_1 | 12 |
| sky130_fd_sc_hd__nor2_1 | 209 |
| sky130_fd_sc_hd__nand2_1 | 151 |
| sky130_fd_sc_hd__o21ai_0 | 120 |
| sky130_fd_sc_hd__xor2_1 | 15 |
| sky130_fd_sc_hd__o211ai_1 | 21 |
| sky130_fd_sc_hd__mux2_2 | 21 |
| sky130_fd_sc_hd__mux2i_1 | 119 |
| sky130_fd_sc_hd__ha_1 | 127 |
| sky130_fd_sc_hd__a211oi_1 | 43 |
| sky130_fd_sc_hd__a21oi_1 | 198 |
==> per-stage QoR <==
step	power (µW)	hold slack, ns	setup slack, ns	util	instances
after global routing	630	10.02	7.50	0.537	2391
final	593	9.98	7.79	0.537	2392
after global placement	575	9.98	7.92	0.536	2390
after CTS	577	9.98	7.86	0.536	2390
after floorplan	326	9.00	8.70	-	1773
after detailed placement	573	9.97	7.88	0.536	2390
Power figures rest on the tool's default switching activity, not on a simulated workload.
